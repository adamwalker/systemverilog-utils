--- flow/design.v ---
module commit_fifo #(
    parameter int P_ADDR_WIDTH = 5,
    parameter int P_DATA_WIDTH = 32
) (
    input  logic                    clk,
    input  logic                    rst,
    input  logic                    wr_en,
    input  logic                    commit,
    input  logic [P_DATA_WIDTH-1:0] data_in,
    output logic                    full,
    input  logic                    rd_en,
    output logic [P_DATA_WIDTH-1:0] data_out,
    output logic                    empty
);
logic [P_DATA_WIDTH-1:0] ram [2**P_ADDR_WIDTH];
logic [P_ADDR_WIDTH:0] waddr_q = 0;
logic [P_ADDR_WIDTH:0] waddr_commit = 0;
logic [P_ADDR_WIDTH:0] raddr_q = 0;
logic  addr_eq;
logic  addr_wrap;
assign addr_eq   = raddr_q[P_ADDR_WIDTH-1:0] == waddr_q[P_ADDR_WIDTH-1:0];
assign addr_wrap = raddr_q[P_ADDR_WIDTH]     != waddr_q[P_ADDR_WIDTH];  
logic [P_ADDR_WIDTH:0] waddr_inc;
assign waddr_inc = waddr_q + 'd1;
assign full = addr_eq && addr_wrap;
always_ff @(posedge clk)
    if (wr_en && !full)
        ram[waddr_q[P_ADDR_WIDTH-1:0]] <= data_in;
logic discarding = 0;
always_ff @(posedge clk)
    if (rst)
        discarding <= 0;
    else if (wr_en)
        if (commit)
            discarding <= 0;
        else if (full)
            discarding <= 1;
always_ff @(posedge clk)
    if (rst) begin
        waddr_q      <= 0;
        waddr_commit <= 0;
    end else if (wr_en)
        if (full || discarding) begin
            waddr_q <= waddr_commit;
        end else begin
            waddr_q <= waddr_inc;
            if (commit)
                waddr_commit <= waddr_inc;
        end
logic  empty_p;
assign empty_p = waddr_commit == raddr_q;
logic output_slot_avail = 1'b1;
logic ready;
always_ff @(posedge clk)
    if (rst)
        output_slot_avail <= 1'b1;
    else 
        output_slot_avail <= empty_p && ready;
assign ready = rd_en || output_slot_avail;
assign empty = output_slot_avail;
always_ff @(posedge clk)
    if (rst)
        raddr_q <= 'h0;
    else if (ready && !empty_p)
        raddr_q <= raddr_q + 1;
always_ff @(posedge clk)
    if (ready)
        data_out <= ram[raddr_q[P_ADDR_WIDTH-1:0]];
endmodule
--- flow/run.sh ---
#!/bin/bash
# OpenROAD 26Q1-2900-gdf79404cd8, Yosys 0.63+post, stock flow scripts
make -C /OpenROAD-flow-scripts/flow DESIGN_CONFIG=/design/flow/config.mk WORK_HOME=/design/flow/orfs finish
--- flow/config.mk ---
export PLATFORM = sky130hd
export DESIGN_NAME = commit_fifo
export DESIGN_NICKNAME = commit_fifo
export VERILOG_FILES = /design/flow/design.v
export SDC_FILE = /design/flow/constraint.sdc
export NUM_CORES = 4
export LEC_CHECK = 1
export CORE_UTILIZATION = 30
export SYNTH_HDL_FRONTEND = slang
--- flow/constraint.sdc ---
current_design commit_fifo

set clk_period 34.6
set clk_io_pct 0.2

create_clock -name clk0 -period $clk_period [get_ports {clk}]

set non_clock_inputs [all_inputs -no_clocks]
set_input_delay [expr $clk_period * $clk_io_pct] -clock clk0 $non_clock_inputs
set_output_delay [expr $clk_period * $clk_io_pct] -clock clk0 [all_outputs]
==> impl_table.tex <==
% Synthesis and place-and-route results
\begin{tabular}{lr}
\hline
Metric & Value \\
\hline
\multicolumn{2}{l}{\textbf{Yosys}} \\
Yosys cell count & 2056 \\
Most area-consuming cells after synthesis & edfxtp\_1 76\%, mux2i\_1 7.8\%, mux4\_2 7.0\% \\
Gate count after technology mapping & 2056 \\
Syn. warnings & 0 \\
Fraction of registers with async set/reset & 0\% \\
Mean instance size in the synthesized netlist & 20.2 µm² \\
FF+latch count, synth & roughly 1100 \\
Synthesized chip area reported by yosys & between 0.04 and 0.05 mm² \\
Commonest register cell after synthesis & edfxtp\_1 \\
Share of the synthesized area in the top cell type & about three quarters \\
Distinct cells, synth & 43 \\
Top cell type by total area after synthesis & edfxtp\_1 \\
Seq share, synth & 77.4\% \\
Syn Std Cell Area & 0.0415 mm² \\
Number of flops mapped to enable cells by yosys & $\sim$1100 \\
\multicolumn{2}{l}{\textbf{Detailed routing}} \\
Count of nets left with antenna violations after detail routing & 0 \\
First DRT Iteration DRCs & 1253 \\
1st-pass router iterations & 5 \\
Wire length per cell & 25.9 µm \\
Average via count per standard cell & about 4.9 \\
DRC violation count after routing & 0 \\
Total number of vias & 20157 \\
Post-Route WL & 106000 µm \\
\multicolumn{2}{l}{\textbf{Critical path}} \\
Series of cell instances along the critical path & xor2\_1 -> nor4\_4 -> nand2\_1 -> inv\_2 -> clkdlybuf4s50\_1 \\
Launching element of the worst setup path & raddr\_q[1] \\
Category of the most critical setup path & reg2out \\
Destination of the critical timing path & full \\
Req. time, crit path & 27.68 ns \\
Maximum cell stage delay along the critical path & 0.81 ns \\
Reg-to-Reg End & data\_out[7] \\
Worst Reg-to-Reg Cells & 7 \\
Worst Setup Start Kind & register \\
Cell family with the largest share of critical-path delay & flip-flops \\
Crit path max-delay cell type & dfxtp\_4 \\
Kind of end point of the critical path & output pin \\
R2R setup slack & between 30 and 40 ns \\
WP data arrival & 3.18 ns \\
Critical path depth in cells & 5 \\
Crit Reg-Reg Startpoint & raddr\_q[1] \\
Buf+Inv Stages, Crit Path & 2 \\
Worst-path fanout max & 40 \\
\multicolumn{2}{l}{\textbf{Final timing}} \\
Transition time at the pin with the least slew margin & 1.02 ns \\
Max frequency & 99.0 MHz \\
Crit path time final & approximately 10 ns \\
Final setup fails & 0 \\
Final Max Tran Viols & 0 \\
Total Negative Setup Slacks & 0 ns \\
RSZ-0062 raised after global routing & false \\
Clock skew after layout & 0.0324 ns \\
Share of the clock period used by the worst path & 29.2\% \\
Number of endpoints with negative hold slack in the final report & 0 \\
Relative slew margins & 32.1\% \\
\multicolumn{2}{l}{\textbf{Placement}} \\
GP Congestion & 0.878 \\
Port buffer count & 70 \\
Detailed placer's ending HPWL & 65000 µm \\
Post-placement cell area & 0.0447 mm² \\
\multicolumn{2}{l}{\textbf{Power}} \\
Static leakage & 14.4 nW \\
Worst IR drop on VDD & between 0.00004 and 0.00005 V \\
Total power per unit cell area & 69.0 mW/mm² \\
\multicolumn{2}{l}{\textbf{Final layout}} \\
Fraction of final layout cells with drive strength greater than 1 & 19.5\% \\
Area added between synthesis and finish & 16.2\% \\
Non-Filler Cell Area, Final & 0.0482 mm² \\
\multicolumn{2}{l}{\textbf{Floorplan}} \\
FP Core Util & 30.2\% \\
Std-Cell Rows & 136 \\
Total Die Area & roughly 0.14 mm² \\
Overall die height & 374 µm \\
Chip width & 374 µm \\
Core area & 0.137 mm² \\
Number of primary I/O pins & 71 \\
\multicolumn{2}{l}{\textbf{Clock tree}} \\
Number of gates given a new drive strength after cts & 0 \\
Htree depth & 3 \\
Clock tree buffer depth & 3 \\
Clk slew on worst S/H paths & around 0.060 ns \\
Clock tree from TritonCTS & built \\
Post CTS Setup Buffer Count & 0 \\
Count of clock tree sinks & 1076 \\
Cts-stage hold buffer count & 0 \\
Num CTS Buffers & a little over 100 \\
Clk Tree Root Cell & clkbuf\_16 \\
Insertion delay of the later-clocked pin in the worst-skew pair & 0.69 ns \\
\multicolumn{2}{l}{\textbf{GRT}} \\
Number of global-route vias before repair & 21660 \\
Total GRT Usage & 16.2\% \\
Global-route wire length before repair & 152000 µm \\
Pin count of the biggest net entering global routing & 47 \\
Number of antenna violations at the first check in global routing & 7 \\
GR Overflow Total & 0 \\
\multicolumn{2}{l}{\textbf{Run status}} \\
Result of the run & finished clean \\
\multicolumn{2}{l}{\textbf{Job}} \\
OpenROAD warnings & 29 \\
Count of maximum capacitance violations & 0 \\
\multicolumn{2}{l}{\textbf{Worst hold path}} \\
Path type of the worst min-delay path & reg2reg \\
\hline
\end{tabular}
[power by group]
| part | switching, mW | total (mW) | internal [mW] |
|---|---|---|---|
| Sequential | 0.0324 | 1.50 | 1.47 |
| Combinational | 0.397 | 0.679 | 0.282 |
| Clock | 0.479 | 1.14 | 0.666 |
| Total | 0.908 | 3.33 | 2.42 |
[cell families (layout without fill, tap and decap cells)]
group	count (synthesis)	in the layout	synth area share, %
mux	454	454	14.8
fa+ha+maj	5	5	0.151
other cells	0	1	0
compound gates	218	218	3.86
xor+xnor	19	19	0.401
simple gates	164	164	1.91
flops	1076	1076	77.4
buf+inv	120	357	1.43
[registers in the layout (all words and copies together), names as in the netlist]
name          flops
ram            1024
empty             1
raddr_q           6
waddr_commit      6
waddr_q           6
data_out         32
discarding        1
[layout make-up]
cell class / count / area, µm²
Clock buffer: 118 / 2660
Timing Repair Buffer: 159 / 1290
Antenna cell: 1 / 2.50
Multi-Input combinational cell: 860 / 9040
Sequential cell: 1076 / 32100
Inverter: 6 / 22.5
Clock inverter: 74 / 815
Tap cell: 1794 / 2240
Fill cell: 12310 / 89100
[worst register-to-register path: stages, from the launching register on]
cell and delay [ns]:
dfxtp_4 0.81, buf_4 0.74, buf_4 0.75, mux2i_1 0.35
a22o_1 0.17, nor3_1 0.06, a31oi_1 0.73, o221ai_1 0.44
[layout by cell type (no fill, tap or decap), types with 20 or more instances in the layout]
| cell type | count |
|---|---|
| edfxtp_1 | 1056 |
| nor2_4 | 33 |
| a22oi_1 | 48 |
| clkinv_2 | 20 |
| clkbuf_16 | 104 |
| nor3_1 | 26 |
| a31oi_1 | 33 |
| a22o_1 | 48 |
| nand2_1 | 43 |
| mux4_2 | 128 |
| mux2i_1 | 325 |
| o221ai_1 | 32 |
| clkdlybuf4s50_1 | 54 |
| buf_4 | 89 |
| a21oi_1 | 40 |
[how the worst min path moves through the flow]
stage	start	to	slack, ns	depth (start not counted)
CTS	waddr_commit[0]	waddr_q[0]	0.55	2
global route	waddr_commit[1]	waddr_commit[1]	0.57	2
finish	waddr_commit[0]	waddr_q[0]	0.55	2
[cell usage after synthesis, drive strengths merged (4+ instances only)]
master and count:
nand3b 4, edfxtp 1056, nor4 4, mux4 128
xor2 11, nand2 44, and3 11, xnor2 8
inv 6, nor2 52, o221ai 32, a22o 48
nor3 26, buf 77, clkbuf 37, a21oi 42
dfxtp 20, mux2i 325, a211oi 7, nand3 8
ha 5, nor2b 5, a31oi 33, a22oi 48
[through the flow]
stage          util (%)  hold WS [ns]  total power, mW  setup slack [ns]  instances
2_1_floorplan         -         0.499             1.92             25.05       2056
3_3_place_gp       32.6         0.534             2.21             25.17       3895
3_5_place_dp       32.6         0.538             2.21             25.11       3895
4_1_cts            35.1         0.549             3.35             24.50       4087
5_1_grt            35.1         0.571             3.44             24.32       4087
6_report           35.1         0.547             3.33             24.50       4088
[layer usage]
layer / GRT usage (%) / up-vias / wire, µm
li1: - / 8767 / -
met1: 17.4 / 9924 / 34400
met2: 21.9 / 1324 / 44700
met3: 17.1 / 132 / 24000
met4: 3.52 / 10 / 2820
met5: 0.343 / - / 111
Power and IR drop assume default switching activity.
