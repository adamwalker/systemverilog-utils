==> design.v <==
module fifo #(
    parameter int P_ADDR_WIDTH = 4,
    parameter int P_DATA_WIDTH = 32
) (
    input  logic                    clk,
    input  logic                    rst,
    input  logic                    wr_en,
    input  logic [P_DATA_WIDTH-1:0] data_in,
    output logic                    full,
    input  logic                    rd_en,
    output logic [P_DATA_WIDTH-1:0] data_out,
    output logic                    empty
);
logic [P_DATA_WIDTH-1:0] ram [2**P_ADDR_WIDTH];
logic [P_ADDR_WIDTH:0] waddr_q = 'h0;
logic [P_ADDR_WIDTH:0] raddr_q = 'h0;
logic  addr_eq;
logic  addr_wrap;
assign addr_eq   = raddr_q[P_ADDR_WIDTH-1:0] == waddr_q[P_ADDR_WIDTH-1:0];
assign addr_wrap = raddr_q[P_ADDR_WIDTH]     != waddr_q[P_ADDR_WIDTH];  
assign full = addr_eq && addr_wrap;
always_ff @(posedge clk) begin
    if (wr_en && !full) begin
        ram[waddr_q[P_ADDR_WIDTH-1:0]] <= data_in;
        waddr_q                        <= waddr_q + 1'd1;
    end
    if (rst)
        waddr_q <= 'h0;
end
logic  empty_p;
assign empty_p = addr_eq && !addr_wrap;
logic output_slot_avail = 1'b1;
logic ready;
always_ff @(posedge clk)
    if (rst)
        output_slot_avail <= 1'b1;
    else 
        output_slot_avail <= empty_p && ready; 
assign ready = rd_en || output_slot_avail;
assign empty = output_slot_avail;
always_ff @(posedge clk) 
    if (rst)
        raddr_q <= 'h0;
    else if (ready && !empty_p)
        raddr_q <= raddr_q + 'd1;
always_ff @(posedge clk)
    if (ready)
        data_out <= ram[raddr_q[P_ADDR_WIDTH-1:0]];
endmodule
==> run.sh <==
#!/bin/bash
# OpenROAD 26Q1-2900-gdf79404cd8, Yosys 0.63+post, stock flow scripts
make -C /OpenROAD-flow-scripts/flow DESIGN_CONFIG=/design/flow/config.mk WORK_HOME=/design/flow/orfs finish
==> config.mk <==
export PLATFORM = sky130hd
export DESIGN_NAME = fifo
export DESIGN_NICKNAME = fifo
export VERILOG_FILES = /design/flow/design.v
export SDC_FILE = /design/flow/constraint.sdc
export NUM_CORES = 4
export LEC_CHECK = 1
export CORE_UTILIZATION = 40
export SYNTH_HDL_FRONTEND = slang
==> constraint.sdc <==
current_design fifo

set clk_period 11.4
set clk_io_pct 0.2

create_clock -name clk0 -period $clk_period [get_ports {clk}]

set non_clock_inputs [all_inputs -no_clocks]
set_input_delay [expr $clk_period * $clk_io_pct] -clock clk0 $non_clock_inputs
set_output_delay [expr $clk_period * $clk_io_pct] -clock clk0 [all_outputs]
==> impl_results.html <==
<h2>Synthesis and place &amp; route</h2>
<table>
<tr><th>Metric</th><th>Value</th></tr>
<tr><th colspan="2">Timing</th></tr>
<tr><td>Fmax</td><td>219.8 MHz</td></tr>
<tr><td>Number of failing setup endpoints in the final timing report</td><td>0</td></tr>
<tr><td>Min Tclk post-route</td><td>4.550 ns</td></tr>
<tr><td>Slew headroom</td><td>50.44%</td></tr>
<tr><td>Final number of hold-violating endpoints</td><td>0</td></tr>
<tr><td>RSZ-0062 raised after global routing</td><td>false</td></tr>
<tr><td>Count of pins over their slew limit</td><td>0</td></tr>
<tr><td>Final clock period utilization by the worst path</td><td>between 30% and 40%</td></tr>
<tr><td>Slew @ Worst Pin</td><td>0.7435 ns</td></tr>
<tr><td>Total negative slack</td><td>0 ns</td></tr>
<tr><td>Layout Skew</td><td>approximately 0.012 ns</td></tr>
<tr><th colspan="2">Synthesis</th></tr>
<tr><td>Cell count in the Yosys report</td><td>934</td></tr>
<tr><td>Flop and latch count out of synthesis</td><td>555</td></tr>
<tr><td>Synthesis warning total</td><td>0</td></tr>
<tr><td>Sequential-to-total area share from yosys stat</td><td>between 70% and 80%</td></tr>
<tr><td>Mean post-synth cell area</td><td>22.70 um2</td></tr>
<tr><td>Post-synth top area share</td><td>slightly below 80%</td></tr>
<tr><td>Count of mapped cells out of synthesis</td><td>934</td></tr>
<tr><td>Summed standard-cell area reported by yosys</td><td>between 20000 and 25000 um2</td></tr>
<tr><td>Synthesized cell area</td><td>between 20000 and 25000 um2</td></tr>
<tr><td>Top cells by area, synth</td><td>sky130_fd_sc_hd__edfxtp_1, sky130_fd_sc_hd__mux4_2, sky130_fd_sc_hd__mux2i_1, sky130_fd_sc_hd__a211oi_1, sky130_fd_sc_hd__nor2b_1</td></tr>
<tr><td>Post-synthesis cell type count</td><td>35</td></tr>
<tr><td>Cell accounting for the most synthesized area</td><td>sky130_fd_sc_hd__edfxtp_1</td></tr>
<tr><th colspan="2">Clock tree</th></tr>
<tr><td>Number of sinks handled by clock tree synthesis</td><td>555</td></tr>
<tr><td>Total of hold buffers inserted after clock tree synthesis</td><td>0</td></tr>
<tr><td>Clock transition at the registers of the reported paths</td><td>around 0.06 ns</td></tr>
<tr><td>Clock latency reported for the late side of the worst-skew pair</td><td>between 0.5 and 0.6 ns</td></tr>
<tr><td>Clock tree from TritonCTS</td><td>built</td></tr>
<tr><td>Post-CTS setup-driven buffer insertion count</td><td>0</td></tr>
<tr><td>H-Tree Level Count</td><td>2</td></tr>
<tr><td>CTS Root Buffer Type</td><td>sky130_fd_sc_hd__clkbuf_16</td></tr>
<tr><td>Maximum clock path buffer count</td><td>3</td></tr>
<tr><td>Resized Gates After CTS</td><td>0</td></tr>
<tr><td>Clock buffers created by TritonCTS</td><td>~55</td></tr>
<tr><th colspan="2">Layout</th></tr>
<tr><td>Layout overhead on the synthesized area</td><td>15.83%</td></tr>
<tr><td>Post-layout instance count excluding filler cells</td><td>around 1800</td></tr>
<tr><td>Layout filler cell count</td><td>around 4200</td></tr>
<tr><td>Share of cells above drive strength 1</td><td>between 20% and 30%</td></tr>
<tr><td>Combinational gate area</td><td>4344 um2</td></tr>
<tr><td>Commonest cells after routing, fill and taps aside</td><td>sky130_fd_sc_hd__edfxtp_1, sky130_fd_sc_hd__mux4_2, sky130_fd_sc_hd__clkdlybuf4s50_1</td></tr>
<tr><td>Area taken by flip-flops and latches</td><td>approximately 17000 um2</td></tr>
<tr><td>Most common logic cell in the routed design</td><td>sky130_fd_sc_hd__edfxtp_1</td></tr>
<tr><th colspan="2">Placement</th></tr>
<tr><td>Port bufs</td><td>slightly below 70</td></tr>
<tr><td>Detailed placer's ending HPWL</td><td>21.95 mm</td></tr>
<tr><td>Weighted congestion at the end of routability-driven global placement</td><td>between 0.7 and 0.8</td></tr>
<tr><td>Number of cells after detailed placement</td><td>1664</td></tr>
<tr><th colspan="2">Run</th></tr>
<tr><td>Total of max-cap violations</td><td>0</td></tr>
<tr><td>Number of OpenROAD warnings</td><td>28</td></tr>
<tr><th colspan="2">Global route</th></tr>
<tr><td>GRT Resource Usage Total</td><td>between 10% and 20%</td></tr>
<tr><td>Antenna violations before repair</td><td>1</td></tr>
<tr><td>Pin count of the biggest net entering global routing</td><td>58</td></tr>
<tr><td>Via count of the first global-routing pass</td><td>~11000</td></tr>
<tr><td>Congestion Overflow GR</td><td>0</td></tr>
<tr><td>Global-route wire length before repair</td><td>~62 mm</td></tr>
<tr><th colspan="2">Detailed routing</th></tr>
<tr><td>DRC errors left</td><td>0</td></tr>
<tr><td>Routed wirelength normalized by instance count</td><td>roughly 23 um</td></tr>
<tr><td>Iter 0 DRT Violations</td><td>roughly 500</td></tr>
<tr><td>Vias after detailed routing</td><td>roughly 9400</td></tr>
<tr><td>Number of vias per cell after detailed routing</td><td>approximately 5.3</td></tr>
<tr><td>Final routed wirelength across all metal layers</td><td>roughly 41 mm</td></tr>
<tr><td>Number of iterations in the first detailed-routing pass</td><td>6</td></tr>
<tr><td>N_diodes</td><td>0</td></tr>
<tr><td>Number of antenna-violating nets in the routed design</td><td>0</td></tr>
<tr><th colspan="2">Floorplanning</th></tr>
<tr><td>Area of the chip</td><td>between 50000 and 60000 um2</td></tr>
<tr><td>Site Rows</td><td>between 80 and 90</td></tr>
<tr><td>Core region area</td><td>52450 um2</td></tr>
<tr><td>Fraction of the core area occupied by cells at floorplan</td><td>about two fifths</td></tr>
<tr><td>Overall die height</td><td>around 230 um</td></tr>
<tr><td>Top-level port count</td><td>70</td></tr>
<tr><td>Die outline width</td><td>~230 um</td></tr>
<tr><th colspan="2">Worst setup path</th></tr>
<tr><td>Kind of launch point of the worst setup path</td><td>flip-flop</td></tr>
<tr><td>Startpoint-to-endpoint class of the critical path</td><td>flip-flop to primary output</td></tr>
<tr><td>Kind of cell with the highest combined delay on the critical path</td><td>flip-flops</td></tr>
<tr><td>Worst flop-to-flop path startpoint</td><td>raddr_q[0]$_SDFFE_PP0P_</td></tr>
<tr><td>Worst setup EP type</td><td>primary output</td></tr>
<tr><td>Highest net fanout along the worst path</td><td>26</td></tr>
<tr><td>Crit path buf inv count</td><td>1</td></tr>
<tr><td>Slowest library cell on the worst path</td><td>sky130_fd_sc_hd__dfxtp_4</td></tr>
<tr><td>CP max stage delay</td><td>about 0.69 ns</td></tr>
<tr><td>Launch point of the critical path</td><td>raddr_q[0]$_SDFFE_PP0P_</td></tr>
<tr><td>Cell breakdown of the critical path</td><td>xnor2_1, nand4_1, nor2_1, clkdlybuf4s50_1</td></tr>
<tr><td>Data arrival time of the critical path</td><td>between 2 and 2.5 ns</td></tr>
<tr><td>WP data required</td><td>approximately 9.1 ns</td></tr>
<tr><th colspan="2">Power and ir drop</th></tr>
<tr><td>Leakage dissipation</td><td>7.551 nW</td></tr>
<tr><td>Pwr Density</td><td>slightly above 200 nW/um2</td></tr>
<tr><td>Worst voltage drop across the vdd grid</td><td>about 0.00011 V</td></tr>
<tr><th colspan="2">Status</th></tr>
<tr><td>Status</td><td>finished, final reports clean</td></tr>
<tr><th colspan="2">Hold path</th></tr>
<tr><td>Tightest Hold Check Type</td><td>flip-flop to flip-flop</td></tr>
<tr><td>Min-Delay Startpoint</td><td>waddr_q[4]$_SDFFE_PP0P_</td></tr>
</table>
## where the power goes
group	internal (W)	total, W	switching [W]
clock	0.00113	0.00186	0.000730
combinational	0.000440	0.000796	0.000356
sequential	0.00236	0.00242	0.0000645
## metrics by stage
step | total power, W | utilization, % | setup WS (ns) | instance area, um2 | hold WS (ns)
5_1_grt | 0.005297 | 46.82 | 6.663 | 24560 | 0.6315
2_1_floorplan | 0.002994 | - | 6.291 | 21200 | 0.5427
3_5_place_dp | 0.003290 | 43.22 | 6.792 | 22670 | 0.5721
4_1_cts | 0.005160 | 46.82 | 6.761 | 24560 | 0.5883
3_3_place_gp | 0.003286 | 43.22 | 6.834 | 22670 | 0.5615
6_report | 0.005078 | 46.82 | 6.850 | 24560 | 0.5935
## tightest hold or removal path, stage by stage, from the launching register on
cell and delay (ns):
sky130_fd_sc_hd__dfxtp_1 0.34, sky130_fd_sc_hd__xnor2_1 0.17, sky130_fd_sc_hd__nor2_1 0.04
## logic make-up after synthesis
group                      Yosys count  share of synthesized area [%]
and+or+nand+nor                     71                          1.965
xor gates and xnor gates            13                         0.5371
AOI/OAI and AO/OA                   72                          2.231
muxes                              163                          15.27
DFF                                555                          78.09
adders and majority gates            5                         0.2951
buffers and inverters               55                          1.605
## metal layers
layer | global-route usage, % | up-vias | share of wire, %
met5 | 0.2757 | - | 0.032
met3 | 10.96 | 64 | 13
met1 | 22.68 | 4663 | 36
met4 | 3.002 | 2 | 2.3
li1 | - | 4134 | -
met2 | 26.09 | 527 | 49
## cell type report
cell class	instances	share of cell area (%)
multi-input cells	324	17.69
clock buffers	60	5.854
well taps	688	3.505
flip-flops and latches	555	67.48
repair buffers	95	3.607
inverters	2	0.03057
clock inverters	42	1.834
## Yosys cell counts (all sizes together)
cell type	count
a211oi	32
a21boi	2
a21oi	35
a31o	1
and2	1
and3	15
and4	1
buf	27
clkbuf	26
dfxtp	11
edfxtp	544
ha	5
inv	2
mux2	1
mux2i	34
mux4	128
nand2	1
nand3	1
nand4	2
nor2	12
nor2b	36
nor3	1
o211ai	2
or2	1
xnor2	10
xor2	3
## state kept, by name, summed over array words and instances (netlist names)
register and count:
waddr_q 5, empty 1, data_out 32, raddr_q 5, ram 512
## path summary, 6_finish.rpt
check                                                to  slack, ns  depth (start not counted)
worst max-delay path                               full       6.85                          4
worst min-delay path            waddr_q[4]$_SDFFE_PP0P_       0.59                          2
worst max register to register   data_out[19]$_DFFE_PP_       7.47                          7
worst min register to register  waddr_q[4]$_SDFFE_PP0P_       0.59                          2
Power is estimated from default activity; no workload was simulated.
