===== design.v =====
module async_fifo # (
    parameter P_DATA_WIDTH = 32
) (
    input  logic                    clk_in,
    input  logic                    write,
    input  logic [P_DATA_WIDTH-1:0] data_in,
    output logic                    full,
    input  logic                    clk_out,
    input  logic                    read,
    output logic [P_DATA_WIDTH-1:0] data_out,
    output logic                    empty
);
logic [P_DATA_WIDTH-1:0] ram [16] = '{default: 0};
localparam [3:0] gray_inc[16] = '{
    4'b0001,  
    4'b0011,  
    4'b0110,  
    4'b0010,  
    4'b1100,  
    4'b0100,  
    4'b0111,  
    4'b0101,  
    4'b0000,  
    4'b1000,  
    4'b1011,  
    4'b1001,  
    4'b1101,  
    4'b1111,  
    4'b1010,  
    4'b1110   
};
logic [3:0] wptr = 0;
(* ASYNC_REG = "true" *) logic [3:0] wptr_rd0 = 0;
(* ASYNC_REG = "true" *) logic [3:0] wptr_rd1 = 0;
logic [3:0] rptr = 0;
(* ASYNC_REG = "true" *) logic [3:0] rptr_wd0 = 0;
(* ASYNC_REG = "true" *) logic [3:0] rptr_wd1 = 0;
always_ff @(posedge clk_in)
    if (write && !full) begin
        wptr <= gray_inc[wptr];
        ram[wptr] <= data_in;
    end
always_ff @(posedge clk_out)
    if (read && !empty)
        rptr <= gray_inc[rptr];
assign data_out = ram[rptr];
always_ff @(posedge clk_in) begin
    rptr_wd0 <= rptr;
    rptr_wd1 <= rptr_wd0;
end
always_ff @(posedge clk_out) begin
    wptr_rd0 <= wptr;
    wptr_rd1 <= wptr_rd0;
end
assign full  = gray_inc[wptr] == rptr_wd1;  
assign empty = rptr == wptr_rd1;
endmodule

===== run.sh =====
#!/bin/bash
# OpenROAD 26Q1-2900-gdf79404cd8, Yosys 0.63+post, stock flow scripts
make -C /OpenROAD-flow-scripts/flow DESIGN_CONFIG=/design/flow/config.mk WORK_HOME=/design/flow/orfs finish

===== config.mk =====
export PLATFORM = sky130hd
export DESIGN_NAME = async_fifo
export DESIGN_NICKNAME = async_fifo
export VERILOG_FILES = /design/flow/design.v
export SDC_FILE = /design/flow/constraint.sdc
export NUM_CORES = 4
export LEC_CHECK = 1
export CORE_UTILIZATION = 50
export SYNTH_HDL_FRONTEND = slang

===== constraint.sdc =====
current_design async_fifo

set clk_period 15.4
set clk_io_pct 0.2

create_clock -name clk0 -period $clk_period [get_ports {clk_in}]
create_clock -name clk1 -period $clk_period [get_ports {clk_out}]

set non_clock_inputs [all_inputs -no_clocks]
set_input_delay [expr $clk_period * $clk_io_pct] -clock clk0 $non_clock_inputs
set_output_delay [expr $clk_period * $clk_io_pct] -clock clk0 [all_outputs]

==> flow_summary_export.csv <==
group,metric,value,unit
status,status,"completed",
route,detail_route.wl_per_cell,27.8,um
power,worst_ir_drop_vdd,0.132,mV
global_route,grt_overflow_total,0,
worst_setup_path,worstSetupEndpointType,"output pin",
route,detailed_route_via_count,8965,
place,place.detailed.hpwl,21700,um
place,routabilityCongestion,0.803,
route,drc,0,
power,power_per_cell_area,182,nW/um2
worst_hold_path,min_path_type,"flop to flop",
worst_setup_path,reg2reg_setup_slack,12.07,ns
logic_synthesis,enable_flop_cells,520,
route,initialDrtViolationCount,498,
worst_hold_path,holdCritStartpoint,"rptr_wd0[3]",
route,detail_route.first_pass.iterations,6,
flow_run,number_of_warnings_the_tools_reported,28,
die,core_utilization_at_floorplan,50.9,%
logic_synthesis,yosys.area.top_type,"sky130_fd_sc_hd__edfxtp_1",
global_route,grt_pass1_vias,10172,
logic_synthesis,numSynthFlops,536,
logic_synthesis,synth.avg_cell_area,24.8,um2
final_timing,hold_viol,0,
global_route,global_route_wire_length_before_repair,62800,um
cts,postcts_resize_cnt,0,
final_timing,slew_at_the_pin_closest_to_its_max_slew_limit,0.808,ns
power,power.static_leakage,7.35,nW
global_route,track_usage,24.1,%
final_timing,timing.final.setup_violations,0,
worst_setup_path,setup.worst_path.class,"flop to output pin",
flow_run,cap_violations,0,
die,die_width,204,um
worst_hold_path,timing.hold.worst_endpoint,"rptr_wd1[3]",
worst_setup_path,worstReg2RegStart,"wptr[3]",
logic_synthesis,synth.top_cell.area_share,76.9,%
worst_setup_path,critPathArrivalTime,3.95,ns
final_layout,final_area,23600,um2
final_timing,rsz0062_at_grt,"no",
logic_synthesis,yosysSeqAreaShare,78.5,%
logic_synthesis,ys_dominant_reg_cell,"sky130_fd_sc_hd__edfxtp_1",
logic_synthesis,synthesis.instances,818,
place,placed_area,21900,um2
logic_synthesis,top_cell,"sky130_fd_sc_hd__edfxtp_1",
final_timing,number_of_slew_limit_violations_in_the_final_report,0,
cts,holdBufCountCts,0,
worst_setup_path,critPathLaunchType,"flop",
logic_synthesis,ys_warn_count,0,
logic_synthesis,synth_stat.cells,818,
logic_synthesis,netlist-cell-type-count,37,
cts,clk_transition_reported_paths,0.06,ns
worst_setup_path,critical_path.max_fanout,35,
die,core,39900,um2
route,detail_route.vias_per_cell,5.95,
die,design.die.area,41400,um2
final_timing,totalNegativeSetupSlack,0,ns
final_layout,drive_above_1_share,30.0,%
final_timing,relative_slew_margins,46.0,%
logic_synthesis,synth.top_cells.by_area,"sky130_fd_sc_hd__edfxtp_1 (77%), sky130_fd_sc_hd__mux4_2 (18%), sky130_fd_sc_hd__dfxtp_1 (1.6%)",
worst_setup_path,r2r-end,"ram[1][0]",
logic_synthesis,synthTopCellsByCount,"sky130_fd_sc_hd__edfxtp_1 (520), sky130_fd_sc_hd__mux4_2 (160), sky130_fd_sc_hd__dfxtp_1 (16)",
cts,numClockSinks,536,
logic_synthesis,post_synth_area_from_yosys_stat,20300,um2
die,floorplan.rows,73,
worst_setup_path,crit_required,12.32,ns
logic_synthesis,synth.cell_area,20300,um2
worst_setup_path,cells_on_worst_reg2reg_path,6,
global_route,initial_antenna_violation_count,1,
worst_hold_path,whs_path_depth,0,
logic_synthesis,synth_async_sr_flop_share,0,%
cts,postCtsSetupRepairBufs,0,
final_timing,fin_worst_skew,0.0156,ns
cts,cts_tree,"done",
die,top_level_ports,70,
die,die_height,204,um
global_route,grt_max_degree,101,
final_layout,area_growth,16.1,%
place,place.port_buffers,68,
route,route.antenna.remaining_nets,0,
route,wl,41900,um
route,diodes,0,
-- logic make-up (layout without fill, tap and decap cells) --
logic type	after synthesis	after routing	share of synthesized area, %
AOI/OAI and AO/OA	24	24	0.887
DFF	536	536	78.5
muxes	162	162	17.9
xor gates and xnor gates	11	11	0.512
buffers and inverters	47	211	1.28
and+or+nand+nor	38	38	0.974
-- registers in the layout (all words and copies together) (netlist names), named ones only --
register and cells:
wptr_rd1 4, wptr_rd0 4, wptr 4, rptr_wd0 4, rptr_wd1 4, ram 512, rptr 3
-- through the flow --
| stage | cells | total power [mW] | hold slack [ns] | utilization [%] | setup WS, ns |
|---|---|---|---|---|---|
| 2_1_floorplan | 818 | 2.59 | 0.310 | - | 6.15 |
| 3_3_place_gp | 1407 | 3.06 | 0.310 | 54.8 | 8.65 |
| 3_5_place_dp | 1407 | 3.09 | 0.312 | 54.8 | 8.53 |
| 4_1_cts | 1507 | 4.35 | 0.320 | 59.1 | 8.25 |
| 5_1_grt | 1507 | 4.49 | 0.327 | 59.1 | 8.06 |
| 6_report | 1507 | 4.29 | 0.318 | 59.1 | 8.37 |
-- layer usage --
| metal | GRT usage, % | wire, um | vias to the layer above |
|---|---|---|---|
| li1 | - | - | 3782 |
| met3 | 19.2 | 7470 | 76 |
| met2 | 34.4 | 20200 | 679 |
| met1 | 31.5 | 13200 | 4424 |
| met4 | 4.48 | 1020 | 4 |
| met5 | 1.19 | 77 | - |
-- cells in the final DEF (no fill, tap or decap), drive strengths merged, types with 2 or more instances in the layout --
cell	synthesis	routed
nand2b	2	2
o21ai	4	4
xnor2	4	4
a2111oi	8	8
buf	31	40
clkdlybuf4s50	0	68
dfxtp	16	16
inv	3	4
clkbuf	13	66
mux4	160	160
nor3b	2	2
edfxtp	520	520
and2	3	3
nand2	11	11
a21oi	5	5
xor2	7	7
nor3	3	3
clkinv	0	27
a211oi	4	4
bufinv	0	5
nor2	7	7
-- power by group --
part / internal [mW] / total (mW) / switching (mW)
logic: 0.610 / 1.19 / 0.582
registers: 1.78 / 1.85 / 0.0668
clock network: 0.736 / 1.25 / 0.513
total: 3.13 / 4.29 / 1.16
-- critical path: stages (launching register included) --
cell and delay (ns):
sky130_fd_sc_hd__edfxtp_1 0.70, sky130_fd_sc_hd__buf_4 0.63, sky130_fd_sc_hd__buf_4 0.70, sky130_fd_sc_hd__mux4_2 0.60, sky130_fd_sc_hd__mux4_2 0.56, sky130_fd_sc_hd__clkdlybuf4s50_1 0.44
-- cell type report --
cell class	instances	area (um2)
fill	2664	16300
sequential	536	15900
multi-input combinational	235	4260
clock buffer	66	1420
timing repair buffer	108	993
tap	525	657
clock inverter	34	297
inverter	3	11.3
-- how the worst max path moves through the flow --
stage / start / endpoint / slack, ns / cells past startpoint
CTS: flop / data_out[19] / 8.25 / 5
global route: flop / data_out[19] / 8.06 / 5
finish: flop / data_out[19] / 8.37 / 5
No activity file was given, so power comes from the tool's default toggle rates.
